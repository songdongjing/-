[flow/config.mk]
export PLATFORM = sky130hd
export DESIGN_NAME = uart_recv
export DESIGN_NICKNAME = uart_recv
export VERILOG_FILES = /design/flow/design.v
export SDC_FILE = /design/flow/constraint.sdc
export NUM_CORES = 4
export LEC_CHECK = 1
export CORE_UTILIZATION = 40
[flow/constraint.sdc]
current_design uart_recv

set clk_period 3.4
set clk_io_pct 0.2

create_clock -name clk0 -period $clk_period [get_ports {sys_clk}]

set non_clock_inputs [all_inputs -no_clocks]
set_input_delay [expr $clk_period * $clk_io_pct] -clock clk0 $non_clock_inputs
set_output_delay [expr $clk_period * $clk_io_pct] -clock clk0 [all_outputs]
[flow/design.v]
module uart_recv(
    input			     sys_clk,                   
    input              sys_rst_n,                 
    input              uart_rxd,                  
    output  reg        uart_done,                 
    output  reg        rx_flag,                   
    output  reg [3:0]  rx_cnt,                    
    output  reg [7:0]  rxdata,
    output  reg [7:0]  uart_data                  
    );
parameter  CLK_FREQ = 50000000;                 
parameter  UART_BPS = 9600;                     
localparam  BPS_CNT  = CLK_FREQ/UART_BPS;       
reg        uart_rxd_d0;
reg        uart_rxd_d1;
reg [15:0] clk_cnt;                               
wire       start_flag;
assign  start_flag = uart_rxd_d1 & (~uart_rxd_d0);    
always @(posedge sys_clk or negedge sys_rst_n) begin 
    if (!sys_rst_n) begin 
        uart_rxd_d0 <= 1'b0;
        uart_rxd_d1 <= 1'b0;          
    end
    else begin
        uart_rxd_d0  <= uart_rxd;                   
        uart_rxd_d1  <= uart_rxd_d0;
    end   
end
always @(posedge sys_clk or negedge sys_rst_n) begin         
    if (!sys_rst_n)                                  
        rx_flag <= 1'b0;
    else begin
        if(start_flag)                           
            rx_flag <= 1'b1;                     
        else if((rx_cnt == 4'd9) && (clk_cnt == BPS_CNT/2))
            rx_flag <= 1'b0;                     
        else
            rx_flag <= rx_flag;
    end
end
always @(posedge sys_clk or negedge sys_rst_n) begin         
    if (!sys_rst_n)                             
        clk_cnt <= 16'd0;                                  
    else if ( rx_flag ) begin              
        if (clk_cnt < BPS_CNT - 1)
            clk_cnt <= clk_cnt + 1'b1;
        else
            clk_cnt <= 16'd0;              
    end
    else                              				
        clk_cnt <= 16'd0;						 
end
always @(posedge sys_clk or negedge sys_rst_n) begin         
    if (!sys_rst_n)                             
        rx_cnt  <= 4'd0;
    else if ( rx_flag ) begin                 
        if (clk_cnt == BPS_CNT - 1)				 
            rx_cnt <= rx_cnt + 1'b1;			 
        else
            rx_cnt <= rx_cnt;       
    end
	 else
        rx_cnt  <= 4'd0;						 
end
always @(posedge sys_clk or negedge sys_rst_n) begin 
    if ( !sys_rst_n)  
        rxdata <= 8'd0;                                     
    else if(rx_flag)                             
        if (clk_cnt == BPS_CNT/2) begin          
            case ( rx_cnt )
             4'd1 : rxdata[0] <= uart_rxd_d1;    
             4'd2 : rxdata[1] <= uart_rxd_d1;
             4'd3 : rxdata[2] <= uart_rxd_d1;
             4'd4 : rxdata[3] <= uart_rxd_d1;
             4'd5 : rxdata[4] <= uart_rxd_d1;
             4'd6 : rxdata[5] <= uart_rxd_d1;
             4'd7 : rxdata[6] <= uart_rxd_d1;
             4'd8 : rxdata[7] <= uart_rxd_d1;    
             default:;                                    
            endcase
        end
        else 
            rxdata <= rxdata;
    else
        rxdata <= 8'd0;
end
always @(posedge sys_clk or negedge sys_rst_n) begin        
    if (!sys_rst_n) begin
        uart_data <= 8'd0;                               
        uart_done <= 1'b0;
    end
    else if(rx_cnt == 4'd9) begin                
        uart_data <= rxdata;                     
        uart_done <= 1'b1;                       
    end
    else begin
        uart_data <= 8'd0;                                   
        uart_done <= 1'b0; 
    end    
end
endmodule	
[flow/run.sh]
#!/bin/bash
# OpenROAD 26Q1-2900-gdf79404cd8, Yosys 0.63+post, stock flow scripts
make -C /OpenROAD-flow-scripts/flow DESIGN_CONFIG=/design/flow/config.mk WORK_HOME=/design/flow/orfs finish
==> GITHUB_STEP_SUMMARY <==
### Flow metrics

| Metric | Value |
|---|---|
| Status | finished clean |
| Slew Limit Fails | 0 |
| Layout cells sized above 1 | 5.39% |
| CTS Buf Count | 5 |
| DRC marker count from the first detailed-route iteration | approximately 85 |
| Slew HR | between 40% and 50% |
| Tool warnings | 29 |
| Total of warnings raised by yosys | 1 |
| Placement row count | 24 |
| Top-count cell post-synth | dfrtp_1 |
| YS chip area | 1820 um2 |
| Die extent in x | 69.5 um |
| Comb area | roughly 760 um2 |
| Via density | ~5.3 |
| Distinct lib cells | 35 |
| Final Instance Count excl. Fillers | 256 |
| Die span in y | between 60 and 70 um |
| Fin. Hold Viols | 0 |
| Gp weighted congestion | 0.862 |
| Post-CTS setup buffer count | 0 |
| Cell area leaders | dfrtp_1 55%, xnor2_1 4.3%, ha_1 4.1%, nor2_1 3.5%, and2_1 2.7% |
| Pre-CTS setup slack | 1.25 ns |
| Dominant synthesized flop cell | dfrtp_1 |
| Post-DP HPWL | roughly 2.4 mm |
| Inst Count DP | between 200 and 250 |
| CP required | 3.56 ns |
| Crit path kind | reg2reg |
| Core Util at FP | about two fifths |
| WL/cell | 13.2 um |
| Overall Power | 0.881 mW |
| Synth flops | approximately 40 |
| CTS tree | built |
| Data arrival, critical path | approximately 2.3 ns |
| Buffer levels on the longest clock path | 2 |
| Seq/Total Area, Yosys | about 55% |
| Setup TNS | 0 ns |
| Core area | approximately 4400 um2 |
| Crit end category | register |
| Num Clock Sinks | ~40 |
| DRC errors left | 0 |
| Max-area cell share | 54.9% |
| Layout Skew | about 0.0093 ns |
| Post-Synth AOI/OAI Area | 10.2% |
| Leakage | ~0.89 nW |
| CP Launch Type | register |
| Yosys stat cell total | 175 |
| Htree depth | 2 |
| Final worst hold slack | 0.389 ns |
| Final worst path period need | 2.14 ns |
| Pwr dens | a little under 400 nW/um2 |
| Post-CTS sizing | 0 |
| Top logic family | simple AND/OR/NAND/NOR gates |
| CTS root buf | clkbuf_8 |
| Mapped cell area | 1820 um2 |
| Flip-flops with a built-in enable | 0 |
| Fmax | 0.466 GHz |
| Synth Area in Adders | 4.12% |
| First-pass GRT wire length | around 5.8 mm |
| Final setup fails | 0 |
| Max Fanout on Critical Path | 13 |
| Syn-to-layout area delta | 22.2% |
| Chip area | 4830 um2 |
| Hold Crit Class | reg2reg |
| Grt ovf | 0 |
| Final worst setup slack | 1.26 ns |
| Detailed Routing Iterations Pass 1 | 4 |
| Max cap viols | 0 |
| Post-route ant nets | 0 |
| Seq. cell area | roughly 1000 um2 |
| Ys async rst share | 100% |
| Syn avg cell area | 10.4 um2 |
| Hold Buf Count CTS | 0 |
| Global Route Usage Sum | 15.1% |
| # IOs | 25 |
| RSZ-0062 raised after global routing | no |
| Simple Share, Synth | 20.9% |
| Via count | 1361 |
| Layout filler cell count | 378 |
| Synthesized instance count | 175 |
| Post-Synth XOR/XNOR Area | ~4.8% |
| Latest clock arrival within the worst-skew pair | 0.29 ns |
| Peak supply drop | 0.291 mV |
| Yosys top cell by area | dfrtp_1 |
| Initial antenna violation count | 0 |
| Vias in the first global route | 1257 |
| Largest net degree at the start of global routing | 41 |
| Top cells by count | 40 x dfrtp_1, 17 x nor2_1, 12 x inv_1, 12 x nand2_1, 9 x xnor2_1 |
| Least-Margin Pin Slew | ~0.75 ns |
| IO buf count | 24 |
| Post-Route WL | between 3 and 4 mm |
| Reg clk slew, reported paths | ~0.080 ns |
| Multiplexer share | 1.10% |
| Post-route clock period utilization | 63.1% |
| N_diodes | 0 |
[cells by family after synthesis]
family / count (synthesis)
simple gates: 71
flops: 40
compound gates: 27
buf+inv: 18
fa+ha+maj: 6
other cells: 1
mux: 2
xor+xnor: 10
[through the flow]
step / utilization [%] / cell area [um2]
2_1_floorplan: - / 1830
3_3_place_gp: 48.6 / 2110
3_5_place_dp: 48.6 / 2110
4_1_cts: 51.1 / 2230
5_1_grt: 51.1 / 2230
6_report: 51.1 / 2230
[worst max-delay path: stages (launching register included)]
cell and delay, ns:
dfrtp_1 0.43, inv_1 0.07, ha_1 0.12, nor4bb_1 0.32
nand4_1 0.48, o311ai_0 0.45, o41ai_1 0.14
[report_power, final]
group	leakage [nW]	internal (mW)	switching (mW)	total [mW]
combinational	0.295	0.00420	0.0142	0.0184
sequential	0.542	0.479	0.00274	0.482
clock	0.0541	0.217	0.164	0.381
[layer usage]
metal | vias up | global-route usage (%) | part of all wire (%)
met5 | - | 0 | 0
met4 | 0 | 2.04 | 0.59
met3 | 2 | 3.24 | 5.5
met2 | 42 | 22.9 | 44
met1 | 643 | 24.1 | 50
li1 | 674 | - | -
[flip-flops by register name, summed over array words and instances (netlist names)]
signal,flops
uart_data,8
rx_cnt,4
uart_done,1
rx_flag,1
uart_rxd_d1,1
clk_cnt,16
rxdata,8
uart_rxd_d0,1
[cell type report]
type / count / area share (%)
Tap cell: 52 / 2.92
Sequential cell: 40 / 45.0
Timing Repair Buffer: 25 / 10.9
Clock buffer: 5 / 3.09
Inverter: 12 / 2.02
Clock inverter: 3 / 1.91
Multi-Input combinational cell: 119 / 34.2
[path summary, 6_finish.rpt]
path	from	slack, ns	end	depth (start not counted)
worst max-delay path	clk_cnt[0]	1.26	rxdata[2]	6
worst min-delay path	uart_rxd_d0	0.39	uart_rxd_d1	0
worst max register to register	clk_cnt[0]	1.26	rxdata[2]	6
worst min register to register	uart_rxd_d0	0.39	uart_rxd_d1	0
max in group asynchronous	sys_rst_n	2.62	rx_flag	2
min in group asynchronous	sys_rst_n	0.42	clk_cnt[5]	2
[placed cells by master (no fill, tap or decap), types with 4 or more instances in the layout]
| cell | n |
|---|---|
| nand3_1 | 8 |
| clkdlybuf4s50_1 | 23 |
| and2_1 | 8 |
| nor2_1 | 17 |
| dfrtp_1 | 40 |
| nand4_1 | 4 |
| o31ai_1 | 6 |
| nand2_1 | 12 |
| ha_1 | 6 |
| nor3_1 | 6 |
| a21oi_1 | 6 |
| o211ai_1 | 4 |
| clkbuf_8 | 5 |
| inv_1 | 12 |
| xnor2_1 | 9 |
Power figures rest on the tool's default switching activity, not on a simulated workload.
