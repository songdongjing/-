==> design/flow/design.v <==
module key_led(
    input               sys_clk  ,     
    input               sys_rst_n,     
    input        [3:0]  key,           
    output  reg  [3:0]  led            
    );
reg  [23:0] cnt;
reg  [1:0]  led_control;
always @ (posedge sys_clk or negedge sys_rst_n) begin
    if(!sys_rst_n)
        cnt<=24'd9_999_999;
    else if(cnt<24'd9_999_999)
        cnt<=cnt+1;
    else
        cnt<=0;
end 
always @(posedge sys_clk or negedge sys_rst_n) begin
    if (!sys_rst_n)
        led_control <= 2'b00;
    else if(cnt == 24'd9_999_999) 
        led_control <= led_control + 1'b1;
    else
        led_control <= led_control;
end
always @(posedge sys_clk or negedge sys_rst_n) begin
    if(!sys_rst_n) begin
          led<=4'b 0000;
    end
    else if(key[0]== 0)   
        case (led_control)
            2'b00   : led<=4'b1000;
            2'b01   : led<=4'b0100;
            2'b10   : led<=4'b0010;
            2'b11   : led<=4'b0001;
            default  : led<=4'b0000;
        endcase
    else if (key[1]==0)   
        case (led_control)
            2'b00   : led<=4'b0001;
            2'b01   : led<=4'b0010;
            2'b10   : led<=4'b0100;
            2'b11   : led<=4'b1000;
            default  : led<=4'b0000;
        endcase
    else if (key[2]==0)   
        case (led_control)
            2'b00   : led<=4'b1111;
            2'b01   : led<=4'b0000;
            2'b10   : led<=4'b1111;
            2'b11   : led<=4'b0000;
            default  : led<=4'b0000;
        endcase
    else if (key[3]==0)   
        led=4'b1111;
    else
        led<=4'b0000;     
end
endmodule 
==> design/flow/run.sh <==
#!/bin/bash
# OpenROAD 26Q1-2900-gdf79404cd8, Yosys 0.63+post, stock flow scripts
make -C /OpenROAD-flow-scripts/flow DESIGN_CONFIG=/design/flow/config.mk WORK_HOME=/design/flow/orfs finish
==> design/flow/config.mk <==
export PLATFORM = sky130hd
export DESIGN_NAME = key_led
export DESIGN_NICKNAME = key_led
export VERILOG_FILES = /design/flow/design.v
export SDC_FILE = /design/flow/constraint.sdc
export NUM_CORES = 4
export LEC_CHECK = 1
export CORE_UTILIZATION = 30
==> design/flow/constraint.sdc <==
current_design key_led

set clk_period 6.0
set clk_io_pct 0.2

create_clock -name clk0 -period $clk_period [get_ports {sys_clk}]

set non_clock_inputs [all_inputs -no_clocks]
set_input_delay [expr $clk_period * $clk_io_pct] -clock clk0 $non_clock_inputs
set_output_delay [expr $clk_period * $clk_io_pct] -clock clk0 [all_outputs]
==> results.yml <==
# implementation run metrics
floorplan:
  ios: 10
  die_w_um: 74.5
  fp-utilization: 0.310
  rows: 26
  die_area_mm2: 0.00554
  core_area_mm2: 0.00507
  dieHeight_um: 74.5
cts:
  cts_resized: 0
  cts-root-buf: "clkbuf_8"
  cts-buffers-inserted: 5
  clk_latency_ns: 0.29
  cts_max_path_buffers: 2
  htree_levels: 2
  cts_tree: "done"
  post-cts-setup-buffers: 0
  clock_sinks: 30
  ctsHoldBuffers: 0
  clk_pin_slew_worst_paths_ns: 0.07
worst_setup_path:
  critPathTopFamily: "buffers and inverters"
  cp.buffers_inverters: 1
  cp.arrival_ns: 1.06
  critPathLaunchType: "flop"
  ff2ff_setup_slack_ns: 4.00
  slowest_stage: "clkdlybuf4s50_1"
  crit_type: "reg2out"
  reg2reg_from: "cnt[0]"
  crit_fanout: 1
  crit_chain: "clkdlybuf4s50_1"
  worstSetupEndpointType: "primary output"
  slowest_delay_ns: 0.45
  cp-startpoint: "led[3]"
  required_ns: 4.80
global_route:
  grtUsageTotal: 0.113
  grt_pass1_vias: 1119
  grt_max_degree: 31
  antenna_found_initial: 0
  grt_pass1_wl_um: 4770
  grt.overflow.total: 0
power:
  combPwrFrac: 0.036
  power_uw: 389
  cellInternalPower_uw: 304
  clkPwrFrac: 0.438
  pwr-share-seq: 0.526
  p_leak_nw: 0.770
  p_sw_uw: 85.0
  powerDensity_mw_per_mm2: 211
  power.switching_fraction: 0.218
  ir_drop_v: 0.000109
synth:
  synthTopCellsByCount: "28 x nor2_1, 16 x dfrtp_1, 14 x dfstp_2"
  synth_stat.cells: 148
  synth_warnings: 1
  enable_flop_cells: 0
  async_flop_share: 1.00
  synthCells: 148
  post-synth-top-area-cell: "dfrtp_1"
  most_common_cell: "nor2_1"
  ys_chip_area_mm2: 0.00158
  ys_seq_share: 0.488
  postSynthAreaPerCell_um2: 10.6
  dominantRegCellSynth: "dfrtp_1"
  ys.flops: 30
  yosys-top-cells-area: "dfrtp_1 25%, dfstp_2 23%, nor2_1 6.7%"
  netlist_area_mm2: 0.00158
  top_cell_area_share: 0.254
  synth_cell_types: 31
routing:
  antenna_cells_inserted: 0
  wl_um: 2640
  viasPerCell: 4.50
  drt-pass1-iter-count: 4
  ant_nets: 0
  drtIter0Drc: 56
  drc: 0
  dr_total_vias: 1058
  drt-wirelength-per-cell_um: 11.2
run:
  tool_warnings: 29
  maxCapViolations: 0
final_layout:
  logic_area_um2: 788
  regArea_um2: 768
  fill_cells: 516
  areaGrowthSynthToFinish_pct: 17.1
  drive_gt1_frac: 0.182
placement:
  gp_congestion: 0.789
  portBuffers: 9
  place_hpwl_um: 1800
timing:
  clock_skew_ns: 0.00763
  max_freq_mhz: 443
  post-route-period-util: 0.376
  rsz0062_at_grt: "no"
  setup_tns_ns: 0
  finalSetupViolations: 0
  min_period_ns: 2.26
  hold_viol: 0
  slew_viol_final: 0
  fin_hold_ws_ns: 0.521
  worst_pin_slew_ns: 0.458
  relSlewSlack: 0.692
run_status:
  status: "completed"
hold_path:
  min_from: "cnt[23]"
  min_path_type: "reg2reg"
## cells by family (layout without fill, tap and decap cells)
kind of cell,after synthesis,after routing,synth area share
AND-OR/OR-AND,10,10,0.0508
XOR/XNOR,23,23,0.128
adder cells (fa/ha/maj),6,6,0.0477
buffers and inverters,3,20,0.0119
flip-flops,30,30,0.488
multiplexers,1,1,0.00715
AND/OR/NAND/NOR,75,75,0.267
## per-layer routing
| layer | wire length (µm) | global-route usage | vias to the layer above |
|---|---|---|---|
| met5 | 0 | 0 | - |
| met4 | 70 | 0.0231 | 0 |
| met3 | 94 | 0.0247 | 7 |
| met2 | 1170 | 0.176 | 13 |
| met1 | 1300 | 0.167 | 494 |
| li1 | - | - | 544 |
## flip-flops by register name (all words and copies together), names as in the netlist
register	count
cnt	24
led_control	2
led	4
## power by group through the flow
stage         clock [mW]  combinational (mW)  sequential [mW]
CTS                0.176              0.0147            0.205
global route       0.184              0.0160            0.205
finish             0.170              0.0141            0.205
## metrics by stage
step / util / cells / cell area, µm² / setup slack, ns
detailed placement: 0.345 / 227 / 1750 / 3.67
global route: 0.363 / 235 / 1840 / 3.66
CTS: 0.363 / 235 / 1840 / 3.72
global placement: 0.345 / 227 / 1750 / 3.67
floorplan: - / 148 / 1580 / 4.16
finish: 0.363 / 235 / 1840 / 3.74
## cell type report
| class | instances | share of cell area |
|---|---|---|
| Multi-Input combinational cell | 115 | 0.427 |
| Sequential cell | 30 | 0.417 |
| Timing Repair Buffer | 10 | 0.0529 |
| Tap cell | 70 | 0.0475 |
| Clock buffer | 6 | 0.0448 |
| Clock inverter | 2 | 0.00678 |
| Inverter | 2 | 0.00407 |
## cell usage in the layout (no fill, tap or decap), types with 2 or more instances in the layout
cell | Yosys | final
dfstp_2 | 14 | 14
nor4_4 | 2 | 2
xnor2_1 | 11 | 11
inv_1 | 2 | 2
nand3_1 | 9 | 9
clkdlybuf4s50_1 | 0 | 9
nor2b_1 | 5 | 5
ha_1 | 6 | 6
xor2_1 | 12 | 12
nor3_1 | 5 | 5
nand4_1 | 6 | 6
nor2_1 | 28 | 28
nand2_1 | 9 | 9
dfrtp_1 | 16 | 16
and3_1 | 3 | 3
clkbuf_8 | 0 | 6
o22a_1 | 4 | 4
## final timing paths
kind	cells past startpoint	endpoint
max in group asynchronous	2	cnt[10]
hold reg to reg	1	cnt[22]
min in group asynchronous	2	cnt[21]
hold / removal	1	cnt[22]
setup reg to reg	6	cnt[18]
setup / recovery	1	led[3]
Power figures rest on the tool's default switching activity, not on a simulated workload.
